File: ./run.sh
#!/bin/bash
# OpenROAD 26Q1-2900-gdf79404cd8, Yosys 0.63+post, stock flow scripts
make -C /OpenROAD-flow-scripts/flow DESIGN_CONFIG=/design/flow/config.mk WORK_HOME=/design/flow/orfs finish
File: ./config.mk
export PLATFORM = sky130hd
export DESIGN_NAME = pmod_step_interface
export DESIGN_NICKNAME = pmod_step_interface
export VERILOG_FILES = /design/flow/design.v
export SDC_FILE = /design/flow/constraint.sdc
export NUM_CORES = 4
export LEC_CHECK = 1
export CORE_UTILIZATION = 30
File: ./constraint.sdc
current_design pmod_step_interface

set clk_period 3.4
set clk_io_pct 0.2

create_clock -name clk0 -period $clk_period [get_ports {clk}]

set non_clock_inputs [all_inputs -no_clocks]
set_input_delay [expr $clk_period * $clk_io_pct] -clock clk0 $non_clock_inputs
set_output_delay [expr $clk_period * $clk_io_pct] -clock clk0 [all_outputs]
File: ./design.v
`timescale 1ns / 1ps
module clock_div(
    input clk,
    input rst,
    output reg new_clk
    );
    localparam define_speed = 26'd500000;
    reg [25:0] count;
    always @ (posedge(clk),posedge(rst))
    begin
        if (rst == 1'b1)
        begin 
            count = 26'b0;   
            new_clk = 1'b0;            
        end
        else if (count == define_speed)
        begin
            count = 26'b0;
            new_clk = ~new_clk;
        end
        else
        begin
            count = count + 1'b1;
            new_clk = new_clk;
        end
    end
endmodule
`timescale 1ns / 1ps
module pmod_step_driver(
    input rst,
    input dir,
    input clk,
    input en,
    output reg [3:0] signal
    );
    localparam sig4 = 3'b001;
    localparam sig3 = 3'b011;
    localparam sig2 = 3'b010;
    localparam sig1 = 3'b110;
    localparam sig0 = 3'b000;
    reg [2:0] present_state, next_state;
    always @ (present_state, dir, en)
    begin
        case(present_state)
        sig4:
        begin
            if (dir == 1'b0 && en == 1'b1)
                next_state = sig3;
            else if (dir == 1'b1 && en == 1'b1)
                next_state = sig1;
            else 
                next_state = sig0;
        end  
        sig3:
        begin
            if (dir == 1'b0&& en == 1'b1)
                next_state = sig2;
            else if (dir == 1'b1 && en == 1'b1)
                next_state = sig4;
            else 
                next_state = sig0;
        end 
        sig2:
        begin
            if (dir == 1'b0&& en == 1'b1)
                next_state = sig1;
            else if (dir == 1'b1 && en == 1'b1)
                next_state = sig3;
            else 
                next_state = sig0;
        end 
        sig1:
        begin
            if (dir == 1'b0&& en == 1'b1)
                next_state = sig4;
            else if (dir == 1'b1 && en == 1'b1)
                next_state = sig2;
            else 
                next_state = sig0;
        end
        sig0:
        begin
            if (en == 1'b1)
                next_state = sig1;
            else 
                next_state = sig0;
        end
        default:
            next_state = sig0; 
        endcase
    end 
    always @ (posedge clk, posedge rst)
    begin
        if (rst == 1'b1)
            present_state = sig0;
        else 
            present_state = next_state;
    end
    always @ (posedge clk)
    begin
        if (present_state == sig4)
            signal = 4'b1000;
        else if (present_state == sig3)
            signal = 4'b0100;
        else if (present_state == sig2)
            signal = 4'b0010;
        else if (present_state == sig1)
            signal = 4'b0001;
        else
            signal = 4'b0000;
    end
endmodule
`timescale 1ns / 1ps
module pmod_step_interface(
    input clk,
    input rst,
    input direction,
    input en,
    output [3:0] signal_out
    );
    wire new_clk_net;
    clock_div clock_Div(
        .clk(clk),
        .rst(rst),
        .new_clk(new_clk_net)
        );
    pmod_step_driver control(
        .rst(rst),
        .dir(direction),
        .clk(new_clk_net),
        .en(en),
        .signal(signal_out)
        );    
endmodule
==> CHANGELOG.md <==
## Implementation

- Net switching power figure: 101 uW
- Largest net degree at the start of global routing: 33
- Final weighted congestion of routability-driven global placement: 0.889
- Endpoints left unconstrained: 13
- Worst endpoint required time: 3.54 ns
- Hold Vio Cnt, Final: 0
- Top delay family on crit path: simple AND/OR/NAND/NOR gates
- Minimum clock period after layout: 2.07 ns
- Synth-to-Final Area Change: 12.7%
- Number of DRC violations after detailed-routing iteration 0: 36
- Count of vias placed by the detailed router: 1,072
- FP Util: 31.5%
- Vias in the first global route: 980
- Count of endpoints failing setup in the final report: 0
- Critical path cell sequence: ha_1, nand4_1, nor4_2, nor2_1, a2111oi_0
- Tightest slew margin relative to the limit: 55.5%
- Number of distinct library cells after synthesis: 35
- Max Clock Skew: 0.00438 ns
- Power density of the placed cells: 278 nW/um2
- Final-layout worst hold slack: 0.489 ns
- Switch share: 19.8%
- Die outline height: 75.7 um
- Setup Crit Path Kind: reg2reg
- Core Box Area: 5170 um2
- Final wirelength: 2620 um
- Yosys stat chip area: 1630 um2
- Number of gates resized after CTS: 0
- Buffers & Inverters on Critical Path: 0
- Syn. warnings: 2
- Slowest library cell on the worst path: sky130_fd_sc_hd__nor4_2
- Count of pins on the block boundary: 8
- Standard-cell row count: 26
- Kind of path behind the tightest hold check: reg2reg
- Residual DRC: 0
- Post-synth top flop: sky130_fd_sc_hd__dfrtp_1
- Number of placed cells counting well taps: 225
- CTS tree: done
- Post-Route Setup TNS: 0 ns
- Count of nets left with antenna violations after detail routing: 0
- Post-DP HPWL: 1910 um
- Number of cells in the yosys synthesis report: 149
- Hold Buf Count CTS: 0
- Die outline area: 5730 um2
- Commonest cells after routing, fill and taps aside: 31 x sky130_fd_sc_hd__dfrtp_1, 14 x sky130_fd_sc_hd__nand2_1, 14 x sky130_fd_sc_hd__nor2_1
- Type of element capturing the critical path: flop
- Number of register pins that no clock reaches: 9
- Number of CTS-inserted buffers: 3
- Sequential power share: 62.8%
- Layout cells sized above 1: 7.55%
- H-tree levels: 1
- Total number of warnings across the stage logs: 26
- Number of standard cells after synthesis: 149
- Clk Tree Root Cell: sky130_fd_sc_hd__clkbuf_8
- Combinational Power Share: 2.8%
- Peak Freq: 483 MHz
- Antenna violations before repair: 0
- Ant. Diodes: 0
- Register share after synthesis: 54.1%
- Post-CTS setup buffer count: 0
- Drt wl/cell: 11.5 um
- GRT Total Usage: 10.7%
- Post-synth tally of flip-flops with integrated enable: 0
- Max-cap viol count: 0
- Crit Path Max Fanout: 6
- Proportion of power drawn by the clock network: 34.4%
- Number of port buffers: 7
- Run status: completed
- Vias per Instance: 4.68
- Final period util: 60.9%
- CP max stage delay: 0.67 ns
- CP Data Arrival Time: 2.22 ns
- Clock buffer depth: 2
- Slew at the pin closest to its max-slew limit: 0.662 ns
- Share of async-settable or async-resettable flops after synthesis: 88.9%
- DR pass1 iterations: 4
- Clock-pin slew on the worst setup and hold paths: 0.09 ns
- Number of synthesized register bits: 36
- Average cell area after synthesis: 10.9 um2
- Sort of element at the start of the critical path: flop
- Number of pins exceeding their max-slew limit in the final report: 0
- Number of cells in the finished layout apart from fillers: 229
- Area of the mapped netlist: 1630 um2
- Setup repair after global routing missed its margin: no
- Static leakage: 0.000786 uW
- Top cell excl fill/tap: sky130_fd_sc_hd__dfrtp_1
- Aggregate global routing overflow: 0
- Internal power component: 410 uW
- Clock latency (worst-skew pair): 0.27 ns
- Die X: 75.7 um
- Wire length of the first global-routing pass: 4590 um
- Largest vdd supply drop: 0.230 mV
## cells in the mapped netlist (all sizes together), types with 2 or more instances
| cell type | instances | area [um2] |
|---|---|---|
| inv | 3 | 11.3 |
| buf | 2 | 12.5 |
| xnor2 | 12 | 105 |
| nand4 | 9 | 71.3 |
| a21oi | 3 | 15.0 |
| dfrtp | 31 | 776 |
| nor3 | 6 | 30.0 |
| dfxtp | 4 | 80.1 |
| nor3b | 2 | 15.0 |
| nor2 | 14 | 52.6 |
| mux2i | 3 | 30.0 |
| nand3 | 4 | 20.0 |
| nor4 | 8 | 71.3 |
| nand2 | 14 | 52.6 |
| and3 | 2 | 12.5 |
| ha | 2 | 25.0 |
| nor2b | 5 | 31.3 |
| xor2 | 9 | 78.8 |
| or4 | 2 | 15.0 |
| and4 | 3 | 26.3 |
## logic make-up after synthesis
logic type	count (synthesis)	synth area share [%]
compound gates	7	2.61
xor+xnor	21	11.3
fa+ha+maj	2	1.54
buf+inv	6	1.77
flops	36	54.1
mux	4	2.53
simple gates	73	26.1
## routing by layer
layer	wire length (um)	GRT usage [%]
met3	86	2.14
met4	13	0.412
met5	0	0
met2	1100	15.5
met1	1430	17.8
## path summary, 6_finish.rpt
kind | startpoint | cells after the start | endpoint | slack, ns
setup / recovery | clock_Div.count[0]$_DFF_PP0_ | 5 | clock_Div.count[18]$_DFF_PP0_ | 1.33
hold / removal | clock_Div.count[25]$_DFF_PP0_ | 1 | clock_Div.count[25]$_DFF_PP0_ | 0.49
setup reg to reg | clock_Div.count[0]$_DFF_PP0_ | 5 | clock_Div.count[18]$_DFF_PP0_ | 1.33
hold reg to reg | clock_Div.count[25]$_DFF_PP0_ | 1 | clock_Div.count[25]$_DFF_PP0_ | 0.49
max in group asynchronous | rst | 3 | clock_Div.count[20]$_DFF_PP0_ | 2.32
min in group asynchronous | rst | 3 | clock_Div.count[22]$_DFF_PP0_ | 0.79
## flip-flops by register name (all words and copies together) (netlist names)
signal / count
clock_Div.new_clk: 1
control.present_state: 5
clock_Div.count: 26
control.signal: 4
## power by group through the flow
| stage | registers [uW] | clock network (uW) | logic [uW] |
|---|---|---|---|
| 4_1_cts | 321 | 188 | 15.4 |
| 5_1_grt | 321 | 203 | 16.8 |
| 6_report | 321 | 176 | 14.4 |
## final cells by class
type,instances,area (um2)
Fill cell,505,3340
Sequential cell,36,882
Multi-Input combinational cell,107,724
Tap cell,70,87.6
Timing Repair Buffer,9,85.1
Clock buffer,4,45.0
Inverter,3,11.3
## per-stage QoR
stage / total power, uW / setup WS (ns) / utilization (%) / area, um2
3_3_place_gp: 343 / 1.33 / 34.6 / 1790
5_1_grt: 541 / 1.05 / 35.5 / 1840
2_1_floorplan: 335 / 1.64 / - / 1630
6_report: 511 / 1.33 / 35.5 / 1840
4_1_cts: 525 / 1.35 / 35.5 / 1840
3_5_place_dp: 342 / 1.33 / 34.6 / 1790
No activity file was given, so power comes from the tool's default toggle rates.
